==> design.v <==
`timescale 1s/1ms
module traffic_contoller(input clock,reset,pedestrain_north_input, pedestrain_south_input,pedestrain_east_input,pedestrain_west_input, 
				  	   pedestrain_north_one_input, pedestrain_south_one_input,pedestrain_east_one_input,pedestrain_west_one_input,
			 output reg red_north,yellow_north,green_north,
				    red_east,yellow_east,green_east,
				    red_west,yellow_west,green_west,
				    red_north_one,yellow_north_one,green_north_one,
	    			    red_east_one,yellow_east_one,green_east_one,
				    red_west_one,yellow_west_one,green_west_one,		
			 output reg pedestrain_north,pedestrain_south,pedestrain_east,pedestrain_west,
		 		    pedestrain_north_one,pedestrain_south_one,pedestrain_east_one,pedestrain_west_one);
parameter state_north=2'b00,
	  state_east=2'b10,
	  state_west=2'b01;
reg [1:0] ns,ps;  
reg [3:0] count_north,count_east,count_west;
reg [2:0] count_north_one; 
reg temp;
always@(posedge clock)
begin
	if(reset)
		begin
		count_north<=0;count_east<=0;count_west<=0;
		count_north_one<=0;
		end
	else if (count_north==15||count_west==15||count_east==15)
		begin
		count_north<=0;count_east<=0;count_west<=0;
		end
	else
		begin
		case (ps)
		state_north:	begin
					count_north<=count_north+1'b1;
					if(count_north>=5 && count_north<=12)
					                   count_north_one<=count_north_one+1'b1;
					else		   
							   count_north_one<=0;
				end
		state_west:	begin
					count_west<=count_west+1'b1;
				end
		state_east:	begin
					count_east<=count_east+1'b1;
				end
		endcase
		end
end
always@(posedge clock) 
begin
	if(reset)
		ps<=state_north;	
	else
	begin
		ps<=ns;
	end
end
always@(*)   
begin
	case(ps)
	state_north:if(count_north==15) ns=state_west;
		    else ns=state_north;
	state_west: if(count_west==15) ns=state_east;
		    else ns=state_west;
	state_east: if(count_east==15) ns=state_north;
		    else ns=state_east;
	default: ns=state_north;
	endcase
end
always@(posedge clock)
begin
	if(reset)
		begin
				red_north<=0;yellow_north<=0;green_north<=0;
				red_east<=0;yellow_east<=0;green_east<=0;
				red_west<=0;yellow_west<=0;green_west<=0;
				red_north_one<=0;yellow_north_one<=0;green_north_one<=0;
				red_east_one<=0;yellow_east_one<=0;green_east_one<=0;
				red_west_one<=0;yellow_west_one<=0;green_west_one<=0;
				pedestrain_north<=0;pedestrain_south<=0;pedestrain_east<=0;pedestrain_west<=0;
				pedestrain_north_one<=0;pedestrain_south_one<=0;pedestrain_east_one<=0;pedestrain_west_one<=0;
		end
	else
	begin	
	case(ps)
		state_north:
		begin
		    red_north<=1;red_east<=1;red_west<=1;
		    yellow_north<=0;yellow_east<=0;yellow_west<=0;
		    green_north<=0;green_east<=0;green_west<=0;
		    red_north_one<=1;yellow_north_one<=0;green_north_one<=0;
		    red_east_one<=1;yellow_east_one<=0;green_east_one<=0;
		    red_west_one<=1;yellow_west_one<=0;green_west_one<=0;
		  		 if(count_north>=0&&count_north<=2) 
				 	begin 
			   		red_north<=1;yellow_north<=0;green_north<=0;
					red_north_one<=1;yellow_north_one<=0;green_north_one<=0;
					end
				 else
					temp<=1'bz;
				 if(count_north>=2&&count_north<=4)
					begin
					red_north<=0;yellow_north<=1;green_north<=0;
					end
				 else
					temp<=1'bz;
				if(count_north>=4 && count_north<=11)
					begin
					green_north<=1;yellow_north<=0;red_north<=0;
					end
					else
						temp<=1'bz;
				if(count_north>=11 && count_north<=13)
					begin
					green_north<=0;yellow_north<=1;red_north<=0;
					end
				else
					temp<=1'bz;
				if(count_north>=13 && count_north<=15)
					begin
					yellow_north<=0;red_north<=1;green_north<=0;
					red_north_one<=1;
					end
				else
					temp<=1'bz;
				if(red_west && pedestrain_west_input && green_north )  
					begin
					pedestrain_west<=1;
				        end
				else
					pedestrain_west<=0;
				if(red_east && pedestrain_east_input && green_north )
					begin
					pedestrain_east<=1;
					end
				else
					pedestrain_east<=0;
				if(red_west_one && pedestrain_west_one_input && green_north_one )  
					begin
					pedestrain_west_one<=1;
				        end
				else
					pedestrain_west_one<=0;
				if(red_east_one && pedestrain_east_one_input && green_north_one )
					begin
					pedestrain_east_one<=1;
					end
				else
					pedestrain_east_one<=0;
				if(count_north>=5 && count_north<=12)
				begin
					if(count_north_one>=0 && count_north_one<2)
						begin
						red_north_one<=0;yellow_north_one<=1;green_north_one<=0;
						end
					else
					        temp<=1'bz;					
					if(count_north_one>=2 && count_north_one<5)
						begin
						red_north_one<=0;yellow_north_one<=0;green_north_one<=1;
						end
					else
						temp<=1'bz;
					if(count_north_one>=5 && count_north_one<7)
						begin
						red_north_one<=0;yellow_north_one<=1;green_north_one<=0;
						end
					else
						temp<=1'bz;
				end
				else
					temp<=1'bz;
		end
		state_west:
		begin
		 red_north<=1;red_east<=1;red_west<=1;
		 yellow_north<=0;yellow_east<=0;yellow_west<=0;
		 green_north<=0;green_east<=0;green_west<=0;
		 red_north_one<=1;yellow_north_one<=0;green_north_one<=0;
		 red_east_one<=1;yellow_east_one<=0;green_east_one<=0;
		 red_west_one<=1;yellow_west_one<=0;green_west_one<=0;
		  		 if(count_west>=0&&count_west<=2) 
				 	begin 
			   		red_west<=1;yellow_west<=0;green_west<=0;
					red_west_one<=1;yellow_west_one<=0;green_west_one<=0;
			   		end
				 else
					temp<=1'bz;
				 if(count_west>=2&&count_west<=4)
					begin
					red_west<=0;yellow_west<=1;green_west<=0;
					red_west_one<=0;yellow_west_one<=1;green_west_one<=0;
					end
				 else
					temp<=1'bz;
				if(count_west>=4 && count_west<=11)
					begin
					green_west<=1;yellow_west<=0;red_west<=0;
					red_west_one<=0;yellow_west_one<=0;green_west_one<=1;
					end
					else
						temp<=1'bz;
				if(count_west>=11 && count_west<=13)
					begin
					green_west<=0;yellow_west<=1;red_west<=0;
					red_west_one<=0;yellow_west_one<=1;green_west_one<=0;
					end
				else
					temp<=1'bz;
				if(count_west>=13 && count_west<=15)
					begin
					yellow_west<=0;red_west<=1;green_west<=0;
					red_west_one<=1;yellow_west_one<=0;green_west_one<=0;
					end
				else
					temp<=1'bz;
				if(red_north && pedestrain_north_input && green_west)	 
					pedestrain_north<=1;
				else
					pedestrain_north<=0;
				if(red_north && pedestrain_south_input && green_west)
					pedestrain_south<=1;
				else
					pedestrain_south<=0;
				if(red_north_one && pedestrain_north_one_input && green_west_one)	 
					pedestrain_north_one<=1;
				else
					pedestrain_north_one<=0;
				if(red_north_one && pedestrain_south_one_input && green_west_one)
					pedestrain_south_one<=1;
				else
					pedestrain_south_one<=0;
         	end
		state_east:
		begin
		    red_north<=1;red_east<=1;red_west<=1;
		    yellow_north<=0;yellow_east<=0;yellow_west<=0;
		    green_north<=0;green_east<=0;green_west<=0;
		 red_north_one<=1;yellow_north_one<=0;green_north_one<=0;
		 red_east_one<=1;yellow_east_one<=0;green_east_one<=0;
		 red_west_one<=1;yellow_west_one<=0;green_west_one<=0;
		  		 if(count_east>=0&&count_east<=2) 
				 	begin 
			   		red_east<=1;yellow_east<=0;green_east<=0;
					red_east_one<=1;yellow_east_one<=0;green_east_one<=0;
			   		end
				 else
					temp<=1'bz;
				 if(count_east>=2&&count_east<=4)
					begin
					red_east<=0;yellow_east<=1;green_east<=0;
					red_east_one<=0;yellow_east_one<=1;green_east_one<=0;
					end
				 else
					temp<=1'bz;
				if(count_east>=4 && count_east<=11)
					begin
					green_east<=1;yellow_east<=0;red_east<=0;
				        red_east_one<=0;yellow_east_one<=0;green_east_one<=1;
					end
					else
						temp<=1'bz;
				if(count_east>=11 && count_east<=13)
					begin
					green_east<=0;yellow_east<=1;red_east<=0;
					 red_east_one<=0;yellow_east_one<=1;green_east_one<=0;
					end
				else
					temp<=1'bz;
				if(count_east>=13 && count_east<=15)
					begin
					yellow_east<=0;red_east<=1;green_east<=0;
				        red_east_one<=1;yellow_east_one<=0;green_east_one<=0;
					end
				else
					temp<=1'bz;
				if(red_north && pedestrain_north_input && green_east)  
					pedestrain_north<=1;
				else
					pedestrain_north<=0;
				if(red_north && pedestrain_south_input && green_east)
					pedestrain_south<=1;
				else
					pedestrain_south<=0;
				if(red_north_one && pedestrain_north_one_input && green_east_one)  
					pedestrain_north_one<=1;
				else
					pedestrain_north_one<=0;
				if(red_north && pedestrain_south_one_input && green_east_one)
					pedestrain_south_one<=1;
				else
					pedestrain_south_one<=0;
		end
	endcase
	end
end
endmodule
==> run.sh <==
#!/bin/bash
# OpenROAD 26Q1-2900-gdf79404cd8, Yosys 0.63+post, stock flow scripts
make -C /OpenROAD-flow-scripts/flow DESIGN_CONFIG=/design/flow/config.mk WORK_HOME=/design/flow/orfs finish
==> config.mk <==
export PLATFORM = sky130hd
export DESIGN_NAME = traffic_contoller
export DESIGN_NICKNAME = traffic_contoller
export VERILOG_FILES = /design/flow/design.v
export SDC_FILE = /design/flow/constraint.sdc
export NUM_CORES = 4
export LEC_CHECK = 1
export CORE_AREA = 10 10 107 107
export DIE_AREA = 0 0 117 117
==> constraint.sdc <==
current_design traffic_contoller

set clk_period 2.6
set clk_io_pct 0.2

create_clock -name clk0 -period $clk_period [get_ports {clock}]

set non_clock_inputs [all_inputs -no_clocks]
set_input_delay [expr $clk_period * $clk_io_pct] -clock clk0 $non_clock_inputs
set_output_delay [expr $clk_period * $clk_io_pct] -clock clk0 [all_outputs]
==> summary.txt <==
Final Hold Fails -> 0
antenna violations before repair -> 0
data required time of the critical path -> 2.08 ns
worst slack on hold paths -> 0.453 ns
share of total power consumed by net switching -> 22.7%
worst slew margin relative to its limit -> 56.8%
number of instances in the synthesized netlist -> 237
first-pass GRT wire length -> 7.49 mm
Setup crit start kind -> register
peak per-stage delay on the critical path -> 0.53 ns
Pint -> 0.858 mW
tool warnings -> 38
Post-CTS Hold Buffers -> 0
clock skew after layout -> 0.00330 ns
summed negative setup slack over all endpoints -> 0 ns
cycle use final -> 69.6%
buffer-and-inverter tally for the worst setup path -> 1
Post-DRT Antenna Nets -> 0
Yosys chip area -> 2030 um^2
HPWL after detailed placement -> 3.47 mm
tally of buffers added on design ports -> 35
# clock sinks -> 38
cell count in the Yosys report -> 237
post-CTS setup-driven buffer insertion count -> 0
Area growth, synth to finish -> 23.7%
Die Ht -> 117 um
ranking of synthesized cells by instance count -> dfxtp_1 (38), nor2_1 (26), nand2_1 (22), a21oi_1 (19), ha_1 (18)
Seq/Total Area, Yosys -> 37.5%
overall global routing resource usage -> 6.67%
proportion of layout cells with a drive suffix above 1 -> 5.32%
GP Congestion -> 0.785
P per Cell Area -> 442 nW/um^2
ports placed on the boundary -> 36
share of power burned in registers -> 55.3%
Placement Rows -> 35
Die X -> 117 um
most frequent cell after synthesis -> dfxtp_1
synthesized cell area -> 2030 um^2
Initial DRC Count -> 76
unrepaired setup endpoints after global routing -> false
number of register bits inferred by synthesis -> 38
clock power share -> 37.3%
total congestion overflow -> 0
delay-heaviest family, CP -> buffers and inverters
measured slew at the worst slew-check pin -> 0.644 ns
average detailed-routed wire length per instance -> 12.5 um
worst min-delay path class -> reg -> reg
Max VDD drop -> 0.000176 V
Antenna diodes -> 0
standard cell core area -> 9200 um^2
Chip Area -> 13700 um^2
cell-by-cell trace of the critical path -> clkdlybuf4s50_1
CTS tree -> done
Synth async-reset ratio -> 0%
synth warn -> 20
kind of end point of the critical path -> output port
via count of the first global-routing pass -> 1555
share of Yosys cell area claimed by the top area cell type -> 37.5%
minimum clock period after layout -> 1.81 ns
CTS HTree Levels -> 2
data arrival at the endpoint of the critical path -> 1.29 ns
syn_area_per_cell -> 8.57 um^2
1st-pass router iterations -> 5
count of flip-flops with a built-in enable after synthesis -> 0
root buf cell -> clkbuf_8
post-synthesis cell type with the largest combined area -> dfxtp_1
fp util -> 22.1%
total count of max-transition violations in the final report -> 0
tally of max-capacitance violations -> 0
DRC -> 0
run status -> finished, final reports clean
detailed-route vias per instance -> 4.43
total number of vias -> 1657
endpoints failing setup -> 0
Static Leak -> 0.927 nW
cell type of the slowest stage on the worst timing path -> clkdlybuf4s50_1
Worst-path clk slew -> 0.07 ns
CP max FO -> 5
crit path kind -> reg -> out
combinational group share of total power -> 7.4%
flip-flop cell with the highest count after synthesis -> dfxtp_1
Switching Power -> 0.252 mW
Detailed Route WL -> 4.68 mm
largest net degree at the start of global routing -> 24
total clock buffers created by CTS -> 5
number of cells upsized or downsized after cts -> 0
maximum number of buffers from clock root to sink -> 2
highest clock rate -> 552 MHz
tally of unique sky130hd cells used after synthesis -> 43
insertion delay to the later sink of the worst-skew pair -> 0.29 ns
top cells, area -> dfxtp_1 (37%), ha_1 (11%), nor2_1 (4.8%)
per-layer routing:
layer / vias up / track usage (%) / routed length, um / part of all wire [%]
met5: - / 0 / 0 / 0
met1: 733 / 9.41 / 2330 / 50
met2: 44 / 10.3 / 1890 / 40
met4: 0 / 0.741 / 51 / 1.1
li1: 873 / - / - / -
met3: 7 / 1.86 / 411 / 8.8
metrics by stage:
step           area (um^2)  utilization, %  power, mW  cells  worst slack [ns]
2_1_floorplan         2030               -      0.663    237              1.10
3_5_place_dp          2420            26.3      0.710    366             0.701
3_3_place_gp          2420            26.3      0.709    366             0.769
5_1_grt               2510            27.3       1.15    374             0.708
6_report              2510            27.3       1.11    374             0.790
4_1_cts               2510            27.3       1.12    374             0.785
area by class of cell:
type	count	area (um^2)
Inverter	15	56.3
Multi-Input combinational cell	166	1110
Timing Repair Buffer	36	358
Clock inverter	1	5.00
Sequential cell	38	761
Clock buffer	7	86.3
Tap cell	111	139
Fill cell	964	6690
placed cells by master (no fill, tap or decap), types with 4 or more instances in the layout:
cell type	count
o21ai_0	6
xnor2_1	6
nand3_1	4
nor2_1	26
clkdlybuf4s50_1	35
nand4_1	11
inv_1	15
or3_1	6
ha_1	18
a21oi_1	19
xor2_1	5
clkbuf_8	6
nand2_1	22
a32oi_1	4
dfxtp_1	38
power groups by stage:
| stage | clock [mW] | combinational, mW | sequential (mW) |
|---|---|---|---|
| 6_report | 0.414 | 0.0826 | 0.613 |
| 5_1_grt | 0.447 | 0.0912 | 0.615 |
| 4_1_cts | 0.426 | 0.0837 | 0.613 |
logic make-up (layout without fill, tap and decap cells):
logic type | after synthesis | in the layout | synth area share [%]
flops | 38 | 38 | 37.5
simple gates | 86 | 86 | 21.4
buf+inv | 33 | 59 | 8.07
xor+xnor | 11 | 11 | 4.74
compound gates | 47 | 47 | 15.2
mux | 4 | 4 | 2.03
fa+ha+maj | 18 | 18 | 11.1
registers in the layout (all words and copies together), names as in the netlist, 3 cells and up:
signal	cells
count_east	4
count_north	4
ps	3
count_west	4
count_north_one	3
worst paths after layout:
check	startpoint	endpoint	slack, ns	depth (start not counted)
hold reg to reg	pedestrain_south_one	pedestrain_south_one	0.45	2
setup / recovery	red_west	red_west_one	0.79	1
hold / removal	pedestrain_south_one	pedestrain_south_one	0.45	2
setup reg to reg	ps[0]	green_north	0.83	3
Power and IR drop assume default switching activity.
